### design/flow/run.sh
#!/bin/bash
# OpenROAD 26Q1-2900-gdf79404cd8, Yosys 0.63+post, stock flow scripts
make -C /OpenROAD-flow-scripts/flow DESIGN_CONFIG=/design/flow/config.mk WORK_HOME=/design/flow/orfs finish
### design/flow/config.mk
export PLATFORM = sky130hd
export DESIGN_NAME = lib_regmap
export DESIGN_NICKNAME = lib_regmap
export VERILOG_FILES = /design/flow/design.v
export SDC_FILE = /design/flow/constraint.sdc
export NUM_CORES = 4
export LEC_CHECK = 1
export CORE_UTILIZATION = 40
export SYNTH_HDL_FRONTEND = slang
### design/flow/constraint.sdc
current_design lib_regmap

set clk_period 5.5
set clk_io_pct 0.2

create_clock -name clk0 -period $clk_period [get_ports {S_AXI_ACLK}]

set non_clock_inputs [all_inputs -no_clocks]
set_input_delay [expr $clk_period * $clk_io_pct] -clock clk0 $non_clock_inputs
set_output_delay [expr $clk_period * $clk_io_pct] -clock clk0 [all_outputs]
### design/flow/design.v
package address_map;
    localparam AXI_AW = 12;
    localparam AXI_DW = 32;
    localparam BEACON_RST    = 12'h000;
    localparam BEACON_START  = 12'h004;
    localparam BEACON_ATTEN  = 12'h008;
    localparam BEACON_PWR_DOWN = 12'h014;
    localparam BEACON_PWR_UP = 12'h018;
endpackage
module lib_axi2local
#(
    parameter AXI_AW = 12,
    parameter AXI_DW = 32
)
(
    input               S_AXI_ACLK,        
    input               S_AXI_ARESETN,     
    input [AXI_AW-1:0]  S_AXI_AWADDR,
    input               S_AXI_AWVALID,
    output              S_AXI_AWREADY,
    input [AXI_DW-1:0]  S_AXI_WDATA,
    input               S_AXI_WVALID,
    output              S_AXI_WREADY,
    input               S_AXI_BREADY,
    output [1:0]        S_AXI_BRESP,
    output              S_AXI_BVALID,
    input [AXI_AW-1:0]  S_AXI_ARADDR,
    input               S_AXI_ARVALID,
    output              S_AXI_ARREADY,
    input               S_AXI_RREADY,
    output [AXI_DW-1:0] S_AXI_RDATA,
    output [1:0]        S_AXI_RRESP,
    output              S_AXI_RVALID,
    input   [AXI_DW-1:0] pl_to_ps_data,  
    output  [AXI_AW-1:0] pl_to_ps_addr,  
    output               pl_to_ps_ren,    
    output  [AXI_DW-1:0] ps_to_pl_data,  
    output  [AXI_AW-1:0] ps_to_pl_addr,  
    output               ps_to_pl_wen    
);
reg [AXI_AW-1 : 0] 	r_axi_awaddr;
reg  	            r_axi_awready;
reg  	            r_axi_wready;
reg [1 : 0] 	    r_axi_bresp;
reg  	            r_axi_bvalid   = 1'b0;
reg [AXI_AW-1 : 0] 	r_axi_araddr;
reg  	            r_axi_arready;
reg [AXI_DW-1 : 0] 	r_axi_rdata;
reg [1 : 0] 	    r_axi_rresp;
reg  	            r_axi_rvalid;
assign S_AXI_AWREADY  = r_axi_awready;
assign S_AXI_WREADY	  = r_axi_wready;
assign S_AXI_BRESP	  = r_axi_bresp;
assign S_AXI_BVALID	  = r_axi_bvalid;
assign S_AXI_ARREADY  = r_axi_arready;
assign S_AXI_RDATA	  = r_axi_rdata;
assign S_AXI_RRESP	  = r_axi_rresp;
assign S_AXI_RVALID	  = r_axi_rvalid;
reg r_aw_en;
always @(posedge S_AXI_ACLK ) begin
    if (!S_AXI_ARESETN) begin
        r_axi_awready <= 1'b0;
        r_aw_en       <= 1'b1;
    end
    else begin
        if (~r_axi_awready && S_AXI_AWVALID && S_AXI_WVALID && r_aw_en) begin
            r_axi_awready <= 1'b1;
            r_aw_en       <= 1'b0;
        end
        else if (S_AXI_BREADY && r_axi_bvalid) begin
            r_axi_awready <= 1'b0;
            r_aw_en       <= 1'b1;
        end
        else begin
            r_axi_awready <= 1'b0;
        end
    end
end
always @(posedge S_AXI_ACLK ) begin
    if (!S_AXI_ARESETN) begin
        r_axi_awaddr <= 0;
    end
    else begin
        if(~r_axi_awready && S_AXI_AWVALID && S_AXI_WVALID && r_aw_en) begin
            r_axi_awaddr <= S_AXI_AWADDR;
        end
    end
end
always @(posedge S_AXI_ACLK ) begin
    if (!S_AXI_ARESETN) begin
        r_axi_wready <= 1'b0;
    end
    else begin
        if (~r_axi_awready && S_AXI_AWVALID && S_AXI_WVALID && r_aw_en) begin
            r_axi_wready <= 1'b1;
        end
        else begin
            r_axi_wready <= 1'b0;
        end
    end
end
always @( posedge S_AXI_ACLK )begin
    if ( S_AXI_ARESETN == 1'b0 ) begin
        r_axi_bvalid  <= 0;
        r_axi_bresp   <= 2'b0;
    end 
    else begin    
        if (r_axi_awready && S_AXI_AWVALID && ~r_axi_bvalid && r_axi_wready && S_AXI_WVALID) begin
            r_axi_bvalid <= 1'b1;
            r_axi_bresp  <= 2'b0;  
        end
        else begin
            if (S_AXI_BREADY && r_axi_bvalid) begin
                r_axi_bvalid <= 1'b0; 
            end  
        end
    end
end   
assign ps_to_pl_addr = r_axi_awaddr;
assign ps_to_pl_data = S_AXI_WDATA;
assign ps_to_pl_wen = r_axi_wready && S_AXI_WVALID && r_axi_awready && S_AXI_AWVALID;
assign S_AXI_AWREADY = r_axi_awready;
assign S_AXI_WREADY  = r_axi_wready;
assign S_AXI_BRESP   = r_axi_bresp;
assign S_AXI_BVALID  = r_axi_bvalid;
always @( posedge S_AXI_ACLK ) begin
	if ( S_AXI_ARESETN == 1'b0 ) begin
		r_axi_arready <= 1'b0;
		r_axi_araddr  <= 32'b0;
	end
	else begin
		if (~r_axi_arready && S_AXI_ARVALID) begin
			r_axi_arready <= 1'b1;
			r_axi_araddr  <= S_AXI_ARADDR;
		end
		else begin
			r_axi_arready <= 1'b0;
		end
	end
end
always @( posedge S_AXI_ACLK ) begin
	if ( S_AXI_ARESETN == 1'b0 ) begin
		r_axi_rvalid <= 0;
		r_axi_rresp  <= 0;
	end
	else begin
		if (r_axi_arready && S_AXI_ARVALID && ~r_axi_rvalid) begin
			r_axi_rvalid <= 1'b1;
			r_axi_rresp  <= 2'b0;
		end
		else if (r_axi_rvalid && S_AXI_RREADY) begin
			r_axi_rvalid <= 1'b0;
		end
	end
end
assign pl_to_ps_ren = r_axi_arready & S_AXI_ARVALID & ~r_axi_rvalid;
assign pl_to_ps_addr = r_axi_araddr;
assign S_AXI_ARREADY = r_axi_arready;
assign S_AXI_RDATA   = pl_to_ps_data;
assign S_AXI_RRESP   = r_axi_rresp;
assign S_AXI_RVALID  = r_axi_rvalid;
endmodule
module lib_regmap
#(
    parameter USE_CDC = 0,  
    parameter AXI_AW = 12,
    parameter AXI_DW = 32
)
(
    input               S_AXI_ACLK,
    input               S_AXI_ARESETN,
    input [AXI_AW-1:0]  S_AXI_AWADDR,
    input               S_AXI_AWVALID,
    output              S_AXI_AWREADY,
    input [AXI_DW-1:0]  S_AXI_WDATA,
    input               S_AXI_WVALID,
    output              S_AXI_WREADY,
    input               S_AXI_BREADY,
    output [1:0]        S_AXI_BRESP,
    output              S_AXI_BVALID,
    input [AXI_AW-1:0]  S_AXI_ARADDR,
    input               S_AXI_ARVALID,
    output              S_AXI_ARREADY,
    input               S_AXI_RREADY,
    output [AXI_DW-1:0] S_AXI_RDATA,
    output [1:0]        S_AXI_RRESP,
    output              S_AXI_RVALID,
    input               PL_CLK,
    input               PL_ARESETN,
    input [AXI_DW-1:0] in1,           
    input [AXI_DW-1:0] in2,           
    output reg out1,     
    output reg out2,     
    output reg [31:0] out3            
);
wire clk = S_AXI_ACLK;
wire rst_n = S_AXI_ARESETN;
import address_map::*;
reg signed [AXI_DW-1:0] pl_to_ps_data;  
wire       [AXI_AW-1:0] pl_to_ps_addr;  
wire                    pl_to_ps_ren;   
wire       [AXI_DW-1:0] ps_to_pl_data;  
wire       [AXI_AW-1:0] ps_to_pl_addr;  
wire                    ps_to_pl_wen;   
lib_axi2local
#(
    .AXI_AW(AXI_AW),
    .AXI_DW(AXI_DW)
)
u_lib_axi2local
(
    .S_AXI_ACLK     (S_AXI_ACLK),
    .S_AXI_ARESETN  (S_AXI_ARESETN),
    .S_AXI_AWADDR   (S_AXI_AWADDR),
    .S_AXI_AWVALID  (S_AXI_AWVALID),
    .S_AXI_AWREADY  (S_AXI_AWREADY),
    .S_AXI_WDATA    (S_AXI_WDATA),
    .S_AXI_WVALID  (S_AXI_WVALID),
    .S_AXI_WREADY   (S_AXI_WREADY),
    .S_AXI_BREADY   (S_AXI_BREADY),
    .S_AXI_BRESP    (S_AXI_BRESP),
    .S_AXI_BVALID   (S_AXI_BVALID),
    .S_AXI_ARADDR   (S_AXI_ARADDR),
    .S_AXI_ARVALID  (S_AXI_ARVALID),
    .S_AXI_ARREADY  (S_AXI_ARREADY),
    .S_AXI_RREADY   (S_AXI_RREADY),
    .S_AXI_RDATA    (S_AXI_RDATA),
    .S_AXI_RRESP    (S_AXI_RRESP),
    .S_AXI_RVALID   (S_AXI_RVALID),
    .pl_to_ps_data  (pl_to_ps_data),  
    .pl_to_ps_addr  (pl_to_ps_addr),  
    .pl_to_ps_ren   (pl_to_ps_ren),   
    .ps_to_pl_data  (ps_to_pl_data),  
    .ps_to_pl_addr  (ps_to_pl_addr),  
    .ps_to_pl_wen   (ps_to_pl_wen)    
);
generate
    if (USE_CDC == 0) begin : gen_no_cdc
        always @(posedge clk) begin
            if(!rst_n) begin
                out1 <= 0;
                out2 <= 0;
                out3 <= 0;
            end
            else if(ps_to_pl_wen) begin
                case(ps_to_pl_addr)
                    BEACON_RST  : out1 <= ps_to_pl_data[0];
                    BEACON_START : out2 <= ps_to_pl_data[0];
                    BEACON_ATTEN : out3 <= ps_to_pl_data;
                    default: begin
                        out1 <= out1;
                        out2 <= out2;
                        out3 <= out3;
                    end
                endcase
            end
        end
        always @(posedge clk) begin
            if(!rst_n) begin
                pl_to_ps_data <= 0;
            end
            else if(pl_to_ps_ren) begin
                case(pl_to_ps_addr)
                    BEACON_PWR_DOWN   : pl_to_ps_data <= in1;
                    BEACON_PWR_UP     : pl_to_ps_data <= in2;
                    default: begin
                        pl_to_ps_data <= 32'b0;
                    end
                endcase
            end
        end
    end
    else begin : gen_use_cdc
        wire pl_clk   = PL_CLK;
        wire pl_rst_n = PL_ARESETN;
        wire ps_to_pl_wen_synced;
        cdc_sync_pulse u_cdc_write_strobe (
            .SRC_CLK    (S_AXI_ACLK),
            .SRC_RST_N  (S_AXI_ARESETN),
            .SRC_PULSE  (ps_to_pl_wen),
            .DST_CLK    (PL_CLK),
            .DST_RST_N  (PL_ARESETN),
            .DST_PULSE  (ps_to_pl_wen_synced)
        );
        always @(posedge pl_clk) begin
            if (!pl_rst_n) begin
                out1 <= 0;
                out2 <= 0;
                out3 <= 0;
            end
            else if (ps_to_pl_wen_synced) begin 
                case (ps_to_pl_addr) 
                    BEACON_RST   : out1 <= ps_to_pl_data[0];
                    BEACON_START : out2 <= ps_to_pl_data[0];
                    BEACON_ATTEN : out3 <= ps_to_pl_data;
                    default: begin
                        out1 <= out1;
                        out2 <= out2;
                        out3 <= out3;
                    end
                endcase
            end
        end
        wire [AXI_DW-1:0] in1_synced;
        wire [AXI_DW-1:0] in2_synced;
        cdc_sync_data #( .WIDTH(AXI_DW) ) u_cdc_in1 (
            .SRC_CLK    (pl_clk),     
            .SRC_RST_N  (pl_rst_n),   
            .SRC_DATA   (in1),
            .DST_CLK    (clk),        
            .DST_RST_N  (rst_n),      
            .DST_DATA   (in1_synced)
        );
        cdc_sync_data #( .WIDTH(AXI_DW) ) u_cdc_in2 (
            .SRC_CLK    (pl_clk),
            .SRC_RST_N  (pl_rst_n),
            .SRC_DATA   (in2),
            .DST_CLK    (clk),
            .DST_RST_N  (rst_n),
            .DST_DATA   (in2_synced)
        );
        always @(posedge clk) begin
            if (!rst_n) begin
                pl_to_ps_data <= 0;
            end
            else if (pl_to_ps_ren) begin
                case (pl_to_ps_addr) 
                    BEACON_PWR_DOWN : pl_to_ps_data <= in1_synced;
                    BEACON_PWR_UP   : pl_to_ps_data <= in2_synced;
                    default         : pl_to_ps_data <= 32'b0;
                endcase
            end
        end
    end
endgenerate
endmodule
module cdc_sync_data
#(
    parameter WIDTH = 1
)
(
    input                   SRC_CLK,
    input                   SRC_RST_N,
    input [WIDTH-1:0]       SRC_DATA,    
    input                   DST_CLK,
    input                   DST_RST_N,   
    output reg [WIDTH-1:0]  DST_DATA     
);
    (* ASYNC_REG = "TRUE" *) 
    reg [WIDTH-1:0] data_ff1;
    always @(posedge DST_CLK or negedge DST_RST_N) begin
        if (!DST_RST_N) begin
            data_ff1 <= 'b0;
            DST_DATA <= 'b0;
        end
        else begin
            data_ff1 <= SRC_DATA;  
            DST_DATA <= data_ff1;  
        end
    end
endmodule
module cdc_sync_pulse
(
    input   SRC_CLK,
    input   SRC_RST_N,
    input   SRC_PULSE,  
    input   DST_CLK,
    input   DST_RST_N,
    output  DST_PULSE   
);
    (* ASYNC_REG = "TRUE" *)
    reg sreg1, sreg2;
    always @(posedge DST_CLK or negedge DST_RST_N) begin
        if (!DST_RST_N) begin
            sreg1 <= 1'b0;
            sreg2 <= 1'b0;
        end
        else begin
            sreg1 <= SRC_PULSE;
            sreg2 <= sreg1;
        end
    end
    reg sreg2_dly;
    always @(posedge DST_CLK or negedge DST_RST_N) begin
        if (!DST_RST_N) begin
            sreg2_dly <= 1'b0;
        end
        else begin
            sreg2_dly <= sreg2;
        end
    end
    assign DST_PULSE = (sreg2 == 1'b1) && (sreg2_dly == 1'b0);
endmodule
==> CHANGELOG.md <==
### Physical design

- Status: completed
- Non-filler cells, final: 717
- Dominant cell area share: 0.479
- Average wire per standard cell: 14.1 µm
- Drt first pass iters: 4
- Vias in the first global route: 3160
- Area Overhead vs Synth: 55.8%
- Setup bufs post-CTS: 0
- Global-route wire length before repair: 15400 µm
- Site Rows: 36
- Initial antenna violation count: 0
- CTS tree: built
- Synthesized area: 3970 µm²
- WL met1: 4500 µm
- GP Congestion: 0.742
- TritonCTS Buffers: 9
- Share of cells above drive strength 1: 0.0942
- Syn avg cell area: 9.86 µm²
- Max Slew Vio Count: 0
- FMAX: a little under 0.4 GHz
- Synth Seq Share: 0.479
- Endpoints failing setup: 0
- Largest net degree at the start of global routing: 90
- CP Capture Type: flip-flop
- # DRC: 0
- Max-Cap Viols: 0
- Fin area: between 6000 and 7000 µm²
- Dpl cells: 702
- Overflow after GRT: 0
- Clock Latency Late Sink: around 0.35 ns
- CTS H-tree lvls: 3
- Placed Area: about 6000 µm²
- Buf+Inv Stages, Crit Path: 2
- Iteration-0 DRC Markers: 78
- Post-Syn Instances: 403
- Hold Buf Count CTS: 0
- Tmin final: about 2.5 ns
- Tool warnings: 28
- Metal2 WL: 4460 µm
- Clk sinks: between 90 and 100
- Yosys top cell by area: dfxtp_1
- Io pins: 204
- Placeable Area: 9680 µm²
- Count of unique library cells instantiated by Yosys: 30
- CTS max path bufs: 2
- Via density: about 4.8
- Logic area: 1890 µm²
- GRT Total Usage: 0.194
- Pwr per Cell Area: 222 nW/µm²
- RSZ-0062 raised after global routing: no
- Port bufs: 197
- Met3 routed WL: roughly 1000 µm
- Top sig layer: met4
- Crit path max fanout: 32
- Die height: 102 µm
- Die width: 102 µm
- Flop area: between 1500 and 2000 µm²
- Slowest stage delay, CP: 0.49 ns
- YS chip area: 3970 µm²
- Fillers: 800
- Critical path type: in2reg
- Worst clock skew: 0.0104 ns
- Antenna diodes: 0
- Synth warnings: 0
- Hold Crit Class: reg2reg
- Final Hold Violation Tally: 0
- Peak supply drop: 159 µV
- Final period utilization: 0.459
- Clock root buffer: clkbuf_8
- Arr. time, crit path: 2.80 ns
- Relative slew slack: 0.470
- Type of origin of the critical path: primary input
- Cell Chain, Critical Path: clkdlybuf4s50_1, and3_1, and4_2, buf_4, mux2i_1
- Power Total: 0.00138 W
- P_leak: approximately 2.1 nW
- Final TNS setup: 0 ns
- CTS-repair resized insts: 0
- Via Count: about 3500
- Core Util at FP: 0.410
- Final HPWL DP: 7330 µm
- WL final: 10100 µm
- Cell area leaders: dfxtp_1 (48%), o2bb2ai_2 (11%), nand2_1 (11%)
- Yosys Instances: between 400 and 500
- Reg clk slew, reported paths: 0.09 ns
- Least-Margin Pin Slew: 0.795 ns
- Ys flops: 95
- Chip area: just over 10000 µm²
- Slowest CP cell: clkdlybuf4s50_1
- Worst path top cell family by delay: buffers and inverters
- Worst hold slack: roughly 0.45 ns
- CP Data Required Time: 5.78 ns
- Antenna-violating nets left: 0
==> synth_stat cells, drive strengths merged <==
cell type / number
mux2i: 34
a21boi: 26
and4: 1
buf: 15
o21ai: 1
or3b: 1
nor4b: 2
or4b: 1
a22oi: 32
nand2: 114
a21oi: 1
or4: 2
and4b: 1
nor2b: 3
o2bb2ai: 32
nand4b: 1
conb: 1
and3: 1
nand4: 2
dfxtp: 95
nand3b: 1
and2: 3
nor4: 3
nand2b: 4
clkbuf: 26
==> stage by stage <==
stage               utilization  worst slack, ns
detailed placement        0.617             2.63
finish                    0.639             2.98
floorplan                     -             3.05
global placement          0.617             2.66
global route              0.639             2.87
CTS                       0.639             3.00
==> final timing paths <==
check / startpoint / end / slack, ns / cells past startpoint
hold / removal: u_lib_axi2local.pl_to_ps_addr[4] / u_lib_axi2local.pl_to_ps_addr[4] / 0.45 / 2
setup / recovery: S_AXI_AWVALID / out3[18] / 2.98 / 5
hold reg to reg: u_lib_axi2local.pl_to_ps_addr[4] / u_lib_axi2local.pl_to_ps_addr[4] / 0.45 / 2
setup reg to reg: u_lib_axi2local.ps_to_pl_addr[11] / out3[18] / 3.42 / 4
==> report_power, final <==
group | leakage [nW] | switching, W | internal [W]
clock network | 0.103 | 0.000230 | 0.000267
logic | 1.26 | 0.0000662 | 0.000108
registers | 0.769 | 0.00000683 | 0.000699
==> tightest hold or removal path, cell delays in order (launching register included) <==
cell and delay, ns:
dfxtp_1 0.31, nand2_1 0.05, a21boi_1 0.05
==> placed cells by master (no fill, tap or decap), drive strengths merged, types with 2 or more instances in the layout <==
cell type,netlist,layout
nor2b,3,3
nor4,3,3
clkbuf,26,12
nor4b,2,2
or4,2,2
clkdlybuf4s50,0,196
nand2b,4,4
bufinv,0,2
nand2,114,114
buf,15,8
dfxtp,95,95
conb,1,4
a21boi,26,26
a22oi,32,32
mux2i,34,34
nand4,2,2
o2bb2ai,32,32
and2,3,3
==> final cells by class <==
cell class / count / share of cell area
Timing Repair Buffer: 204 / 0.326
Clock inverter: 3 / 0.0109
Tap cell: 133 / 0.0269
Clock buffer: 12 / 0.0234
Multi-Input combinational cell: 270 / 0.305
Sequential cell: 95 / 0.307
==> layer usage <==
layer,up-vias,global-route usage
met5,-,0
met4,0,0.0212
met3,11,0.0595
met2,134,0.304
met1,1554,0.282
li1,1753,-
==> cell families after synthesis <==
group | Yosys count | share of synthesized area
muxes | 34 | 0.0856
buffers and inverters | 41 | 0.0504
other | 1 | 0.000944
and+or+nand+nor | 140 | 0.155
DFF | 95 | 0.479
AOI/OAI and AO/OA | 92 | 0.230
==> sequential cells by signal (all words and copies together) (netlist names) <==
signal / cells
out3: 32
pl_to_ps_data: 32
u_lib_axi2local.pl_to_ps_addr: 12
u_lib_axi2local.ps_to_pl_addr: 12
out1: 1
out2: 1
u_lib_axi2local.S_AXI_ARREADY: 1
u_lib_axi2local.S_AXI_AWREADY: 1
u_lib_axi2local.S_AXI_BVALID: 1
u_lib_axi2local.S_AXI_RVALID: 1
u_lib_axi2local.r_aw_en: 1
Power and IR drop assume default switching activity.
